<file path="flow/run.sh">
#!/bin/bash
# OpenROAD 26Q1-2900-gdf79404cd8, Yosys 0.63+post, stock flow scripts
make -C /OpenROAD-flow-scripts/flow DESIGN_CONFIG=/design/flow/config.mk WORK_HOME=/design/flow/orfs finish
</file>
<file path="flow/config.mk">
export PLATFORM = sky130hd
export DESIGN_NAME = video_sync_generator
export DESIGN_NICKNAME = video_sync_generator
export VERILOG_FILES = /design/flow/design.v
export SDC_FILE = /design/flow/constraint.sdc
export NUM_CORES = 4
export LEC_CHECK = 1
export CORE_AREA = 10 10 109 109
export DIE_AREA = 0 0 119 119
</file>
<file path="flow/constraint.sdc">
current_design video_sync_generator

set clk_period 3.2
set clk_io_pct 0.2

create_clock -name clk0 -period $clk_period [get_ports {vga_clk}]

set non_clock_inputs [all_inputs -no_clocks]
set_input_delay [expr $clk_period * $clk_io_pct] -clock clk0 $non_clock_inputs
set_output_delay [expr $clk_period * $clk_io_pct] -clock clk0 [all_outputs]
</file>
<file path="flow/design.v">
module video_sync_generator(reset,
                            vga_clk,
                            blank_n,
                            HS,
                            VS,
									 col,
									 row
									 );
input reset;
input vga_clk;
output reg blank_n;
output reg HS;
output reg VS;
output [9:0] col;
output [8:0] row;
parameter hori_line  = 800;                           
parameter hori_back  = 144;
parameter hori_front = 16;
parameter vert_line  = 525;
parameter vert_back  = 34;
parameter vert_front = 11;
parameter H_sync_cycle = 96;
parameter V_sync_cycle = 2;
parameter H_BLANK = hori_front+H_sync_cycle ; 
reg [10:0] h_cnt;
reg [9:0]  v_cnt;
wire cHD,cVD,cDEN,hori_valid,vert_valid;
always@(negedge vga_clk,posedge reset)
begin
  if (reset)
  begin
     h_cnt<=11'd0;
     v_cnt<=10'd0;
  end
    else
    begin
      if (h_cnt==hori_line-1)
      begin 
         h_cnt<=11'd0;
         if (v_cnt==vert_line-1)
            v_cnt<=10'd0;
         else
            v_cnt<=v_cnt+1;
      end
      else
         h_cnt<=h_cnt+1;
    end
end
assign cHD = (h_cnt<H_sync_cycle)?1'b0:1'b1;
assign cVD = (v_cnt<V_sync_cycle)?1'b0:1'b1;
assign hori_valid = (h_cnt<(hori_line-hori_front)&& h_cnt>=hori_back)?1'b1:1'b0;
assign vert_valid = (v_cnt<(vert_line-vert_front)&& v_cnt>=vert_back)?1'b1:1'b0;
assign cDEN = hori_valid && vert_valid;
always@(negedge vga_clk)
begin
  HS<=cHD;
  VS<=cVD;
  blank_n<=cDEN;
end
assign col[9:0] = hori_valid ? (h_cnt - hori_back) : 10'b0;
assign row[8:0] = vert_valid ? (v_cnt - vert_back) : 9'b0;
endmodule
</file>
==> flow_summary.yaml <==
# synthesis and place-and-route metrics
placed_design:
  portBuffers: 23
  post-dp-hpwl_um: 3299
  place_congestion: 0.8886
  placed_cell_area_sq_um: 2327
  place_inst: 383
  dp_slack_ps: -1132
outcome:
  violations: "setup timing"
  status: "finished, violations left"
final_layout:
  layout_top_cell: "buf_4"
  fin_cells: 402
  area.growth.synth_to_final_pct: 61.10
  mostFrequentLayoutCells: "buf_4 (54), dfrtn_1 (21), nand2_1 (19), buf_2 (19), inv_1 (15)"
  final_util: 0.2629
  design_area_sq_um: 2534
  drive_gt1_frac: 0.4572
setup_path:
  crit_chain: "buf_4 -> o31a_2 -> a41oi_2 -> a211o_1 -> buf_6 -> buf_6 -> nor2_4 -> buf_2"
  cp_common_cell: "buf_6"
  cpPeakStageDelay_ps: 370
  r2r-start: "h_cnt[4]"
  slowest_stage: "dfrtn_1"
  worst-path-max-fanout: 5
  cp-start-kind: "register"
  crit_arrival_ps: 3600
  crit_path_start: "h_cnt[4]"
  end_kind: "output port"
  critPathKind: "reg2out"
  reg2reg_slack_ps: 780
  worst_ep_required_time_ps: 2560
cts:
  htree_levels: 1
  ctsHoldBuffers: 0
  cts.sinks: 24
  tritoncts: "done"
  clk_latency_ps: 330
  cts_made_buffers: 3
  root_buffer: "clkbuf_8"
  clkTransAtPathRegs_ps: 60
  clockBufferDepth: 2
yosys:
  yosys_cells: 185
  synth_cells: 185
  ys_area_sq_um: 1573
  async_flop_share: 0.8750
  avgSynthCellArea_sq_um: 8.501
  syn_area_sq_um: 1573
  synthDistinctLibCells: 37
  postSynthSeqShare: 0.3723
  yosys_most_used_dff: "dfrtn_1"
  yosys_warnings: 1
  ys.flops: 24
  edf_count: 0
detailed_routing:
  drtIter0Drc: 41
  antenna_cells_inserted: 0
  viasPerCell: 3.896
  ant_nets: 0
  num_vias: 1566
  wl_per_cell_um: 10.76
  drtPass1Iterations: 4
  wirelength_um: 4325
  drc: 0
min_path:
  min_from: "v_cnt[8]"
  worstHoldPathType: "reg2reg"
floorplanning:
  rows: 36
  die_width_um: 119
  pin_count: 24
  initCoreUtil: 0.1632
  die_y_um: 119
  coreArea_sq_um: 9639
  dieArea_sq_um: 14160
grt:
  grt_pass1_wl_um: 7534
  grt_pass1_vias: 1578
  grt_max_degree: 22
  antenna_found_initial: 0
  grt_usage: 0.06069
  overflow: 0
power:
  p_per_area_nw_per_um2: 201.5
  leakagePower_uw: 0.001204
  peakVddDrop_v: 0.0001085
  p_total_uw: 510.5
job:
  maxCapViolCount: 0
  warnings: 36
final_timing:
  slew_viol_final: 0
  skew_ps: 52.18
  hold_violations: 0
  rsz0062_at_grt: "yes"
  setup_viol: 19
  setup_ws_ps: -1038
  slew_headroom: 0.6692
  worstMarginPinSlew_ps: 492.5
-- registers in the layout, indices dropped and copies added (netlist names) --
register  flops
h_cnt        11
v_cnt        10
HS            1
VS            1
blank_n       1
-- area by class of cell --
class	instances	area [sq um]
Inverter	15	56.30
Clock inverter	4	15.01
Clock buffer	3	41.29
Timing Repair Buffer	87	658.1
Fill cell	1025	7106
Tap cell	133	166.4
Sequential cell	24	585.6
Multi-Input combinational cell	136	1011
-- power by group --
part	switching, uW	internal (uW)
combinational	6.14	3.63
sequential	0	304
clock	106	90.8
total	112	399
-- worst max-delay path: cells and delay by family (launching register included) --
family / cells / cell delay, ps
compound gates: 3 / 780
buf+inv: 4 / 530
flops: 1 / 370
simple gates: 1 / 30
-- final timing paths --
check	end	cells past startpoint
setup / recovery	col[4]	8
hold / removal	v_cnt[8]	2
setup reg to reg	v_cnt[8]	7
hold reg to reg	v_cnt[8]	2
max in group asynchronous	v_cnt[0]	3
min in group asynchronous	h_cnt[5]	3
-- synthesized netlist by cell type (all sizes together), types with 3 or more instances --
| cell | number | area share |
|---|---|---|
| a21oi | 8 | 0.025 |
| buf | 7 | 0.044 |
| dfrtn | 21 | 0.33 |
| dfxtp | 3 | 0.038 |
| ha | 9 | 0.072 |
| inv | 16 | 0.038 |
| nand2 | 19 | 0.045 |
| nand3 | 9 | 0.029 |
| nor2 | 26 | 0.062 |
| nor3 | 6 | 0.019 |
| nor4 | 3 | 0.012 |
| o21ai | 9 | 0.029 |
| o31ai | 3 | 0.014 |
| or2 | 3 | 0.012 |
| or3 | 3 | 0.012 |
| or4 | 3 | 0.017 |
| xnor2 | 9 | 0.050 |
| xor2 | 6 | 0.033 |
-- per-stage QoR --
stage               hold slack (ps)  TNS (ps)
floorplan                     414.1     -9531
global placement              535.8    -20600
detailed placement            543.9    -20810
CTS                           553.2    -20570
global route                  564.9    -21060
finish                        548.3    -19200
-- cells by family (layout without fill, tap and decap cells) --
group,count (synthesis),in the layout,synth area share
flip-flops,24,24,0.3723
AND/OR/NAND/NOR,85,85,0.2777
adder cells (fa/ha/maj),9,9,0.07160
AND-OR/OR-AND,25,25,0.09546
buffers and inverters,25,109,0.08671
multiplexers,2,2,0.01273
XOR/XNOR,15,15,0.08353
-- per-layer routing --
| metal | track usage | share of wire | up-vias |
|---|---|---|---|
| met1 | 0.08480 | 0.49 | 736 |
| met2 | 0.1020 | 0.47 | 23 |
| met5 | 0 | 0 | - |
| met3 | 0.005755 | 0.020 | 5 |
| li1 | - | - | 802 |
| met4 | 0.008397 | 0.017 | 0 |
-- what timing repair did --
item                       in CTS  in global routing
pin swaps                       9                  8
resized                        84                 19
setup endpoints to repair      22                 19
buffers inserted               10                  5
Power is estimated from default activity; no workload was simulated.
